===== /design/flow/design.v =====
module memory_weight(
    input [7:0] data,
    input [3:0] addr,
    input wr,
    input clk,
    output [7:0] out
);
  reg [7:0] mem [15:0];
  reg [5:0] addr_reg;
  always @ (posedge clk)
    begin
      if (wr) begin
         mem[addr] <= data;  
         addr_reg <= addr;   
      end
    end
  assign out = mem[addr_reg];  
endmodule

===== /design/flow/run.sh =====
#!/bin/bash
# OpenROAD 26Q1-2900-gdf79404cd8, Yosys 0.63+post, stock flow scripts
make -C /OpenROAD-flow-scripts/flow DESIGN_CONFIG=/design/flow/config.mk WORK_HOME=/design/flow/orfs finish

===== /design/flow/config.mk =====
export PLATFORM = sky130hd
export DESIGN_NAME = memory_weight
export DESIGN_NICKNAME = memory_weight
export VERILOG_FILES = /design/flow/design.v
export SDC_FILE = /design/flow/constraint.sdc
export NUM_CORES = 4
export LEC_CHECK = 1
export CORE_UTILIZATION = 30

===== /design/flow/constraint.sdc =====
current_design memory_weight

set clk_period 3.8
set clk_io_pct 0.2

create_clock -name clk0 -period $clk_period [get_ports {clk}]

set non_clock_inputs [all_inputs -no_clocks]
set_input_delay [expr $clk_period * $clk_io_pct] -clock clk0 $non_clock_inputs
set_output_delay [expr $clk_period * $clk_io_pct] -clock clk0 [all_outputs]

==> results.env <==
RUN_STATUS='complete, no violations'
WORST_SLEW_MARGIN_REL=0.398
SYNTH.TOP_CELLS.BY_AREA='sky130_fd_sc_hd__edfxtp_1, sky130_fd_sc_hd__mux4_2, sky130_fd_sc_hd__mux4_1'
DIE_W_MICRONS=134
LARGEST_NET_DEGREE_AT_THE_START_OF_GLOBAL_ROUTING=33
CTS_POST_SETUP_BUFFERS_INSERTED=0
SYNTH_STAT.CELLS=240
FINAL.HOLD.WORST_SLACK_PS=477
CRIT_SLOWEST_CELL='sky130_fd_sc_hd__mux4_1'
GLOBAL_ROUTE_USAGE_OVER_ALL_LAYERS=0.127
INTERNAL_REG_TO_REG_SETUP_SLACK_PS=3050
UNREPAIRED_SETUP_ENDPOINTS_AFTER_GLOBAL_ROUTING='false'
YOSYS.AREA.TOP_TYPE_SHARE=0.754
PWR_DENSITY_CELL_nW_PER_UM2=549
TIGHTESTPINTRANSITION_PS=900
HPWLAFTERDP_MICRONS=6130
TOTAL_LEAKAGE_POWER_nW=2.05
SYNTH.LIB_CELLS_USED.DISTINCT=22
FP.COREAREA_SQ_UM=17200
LAY_TOP_COUNT='sky130_fd_sc_hd__edfxtp_1'
FILL_CELLS=1576
GPL.FINAL_WEIGHTED_CONGESTION=0.764
DPL_CELL_AREA_SQ_UM=5800
WORST_SETUP_EP_TYPE='output port'
FINAL_CORE_UTIL=0.371
YOSYSWARNINGS=1
CTS_HTREE_LEVELS=4
PATH_CLASS='register to output port'
NUM_ROWS=48
ACHIEVABLE-FREQUENCY_MHz=318
FIN_SETUP_TNS_PS=0
GRT_FIRST_PASS_WIRELENGTH_MICRONS=15600
NETLIST.TOP_CELL.BY_AREA='sky130_fd_sc_hd__edfxtp_1'
DR_TOTAL_VIAS=2478
GRT_PASS1_VIAS=2705
FINALSETUPVIOLATIONS=0
NUMBER_OF_MAX_CAPACITANCE_VIOLATIONS_REPORTED=0
HOLD_PATH_DEPTH=1
CRITPATHMAXFANOUT=11
CHIPAREA_SQ_UM=18100
SYNTHESIS.INSTANCES=240
HP-START='addr_reg[0]'
CRITICAL_PATH.REG2REG.STARTPOINT='addr_reg[3]'
START_KIND='register'
TRITONCTS_NUM_SINKS=136
FINALCLOCKSKEW_PS=1.97
ANTENNA_CELLS_INSERTED=0
PLACE.PORT_BUFFERS=21
TOOL_WARNINGS=25
SYNTH.AVG_CELL_AREA_SQ_UM=21.9
FLOORPLAN.INITIALDENSITY=0.306
CP_TOP_FAMILY='buffers and inverters'
PERIOD_MINUS_WS_FINAL_PS=3140
WORST-R2R-CELL-COUNT=1
DRC_VIOLATION_TOTAL_AFTER_THE_FIRST_TRITONROUTE_ITERATION=176
POST-ROUTE-DRC-COUNT=0
TOP_LEVEL_PORTS=22
POSTSYNTHSEQSHARE=0.769
RELATIVE_AREA_CHANGE_FROM_SYNTHESIS_TO_FINAL_LAYOUT_PCT=21.3
CLK_ROOT_BUFFER_CELL='sky130_fd_sc_hd__clkbuf_16'
HOLD_BUFFERS=0
CLKTRANSATPATHREGS_PS=50
STDCELL_AREA_SQ_UM=6370
HOLD_VIOL_FINAL=0
DRIVE_GT1_FRAC=0.236
GRT_ANTENNA_BEFORE_REPAIR=0
FIRST_PASS_ITERS=26
TIMING_MAX_TRANSITION_VIOLATIONS_FINAL=0
CTS_RESIZED=0
SYNTH-AREA-YOSYS_SQ_UM=5260
OVERFLOW=0
WORST-ENDPOINT-ARRIVAL_PS=2380
LAY_TOP_CELLS='sky130_fd_sc_hd__edfxtp_1, sky130_fd_sc_hd__clkdlybuf4s50_1, sky130_fd_sc_hd__mux4_2, sky130_fd_sc_hd__clkbuf_16, sky130_fd_sc_hd__a22oi_1'
CTS.PATH.MAX_BUFFERS=2
LARGEST_REG_FLOPS=128
DIE_Y_MICRONS=134
MIN_PERIOD_OVER_PERIOD=0.827
MAX_STAGE_DELAY_PS=580
MIN_PATH_TYPE='register to register'
CRITICAL_PATH_REQUIRED_PS=3040
TRITONCTS='yes'
POST_DRT_VIA_CELL_RATIO=4.76
ROUTE.FINAL.WIRE_LENGTH_MICRONS=10100
POST_DRT_WL_PER_CELL_MICRONS=19.3
SYNTHESIS.AREA_SQ_UM=5260
CTS_MADE_BUFFERS=17
WORST-PATH-BUF-INV=2
IRDROPWORSTVDD_V=0.000260
POSTSYNTHREGISTERBITS=136
ANT_NETS=0
CLK-INSERTION-DELAY-LATE_PS=410
ORDERED_CELL_LIST_FOR_THE_CRITICAL_PATH='buf_4, mux4_1, a22oi_1, nand2_1, clkdlybuf4s50_1'
## cells in the mapped netlist (all sizes together)
library cell   instances
dfxtp                  4
clkbuf                 3
nor2b                  2
mux2                   3
a22oi                 16
o21ai                  1
inv                    1
buf                    7
mux4                  32
nor2                   7
nand3                  2
nor3                   8
nor4                   2
and2                   1
nand2b                 3
clkdlybuf4s25          3
and2b                  1
edfxtp               132
nand2                 12
## logic make-up (layout without fill, tap and decap cells)
kind of cell / after synthesis / count (layout) / synth area share
compound gates: 17 / 17 / 0.0238
buf+inv: 14 / 70 / 0.0193
flops: 136 / 136 / 0.769
mux: 35 / 35 / 0.154
simple gates: 38 / 38 / 0.0340
## metal layers
layer / global-route usage / vias to the layer above / share of wire
met5: 0 / - / 0
met4: 0.0169 / 0 / 0.016
met3: 0.0721 / 13 / 0.11
met2: 0.190 / 111 / 0.47
met1: 0.175 / 1252 / 0.40
li1: - / 1102 / -
## metrics by stage
stage	total power [mW]	cells	setup WS, ps
finish	3.50	521	657
CTS	3.53	521	605
global route	3.61	521	531
global placement	1.97	489	868
detailed placement	1.97	489	824
floorplan	1.86	240	1410
## worst max-delay path by stage
stage,end,cells after the start,slack [ps]
4_1_cts,out[3],5,610
5_1_grt,out[6],4,530
6_report,out[3],5,660
## layout make-up
class,instances,area [sq um],area share
Tap cell,225,282,0.0442
Clock inverter,15,153,0.0239
Clock buffer,17,425,0.0667
Timing Repair Buffer,37,343,0.0538
Multi-Input combinational cell,90,1120,0.176
Sequential cell,136,4050,0.635
Inverter,1,3.75,0.000589
## report_power, final
part	leakage, nW	internal [mW]	total (mW)	switching, mW
logic	0.558	0.122	0.241	0.119
clock network	0.263	0.963	1.56	0.602
registers	1.23	1.68	1.69	0.00918
Power figures rest on the tool's default switching activity, not on a simulated workload.
