==> /design/flow/design.v <==
module memory_in(
    input [7:0] data,
    input [5:0] addr,
    input wr,
    input clk,
    output [7:0] out
);
  reg [7:0] mem [63:0];
  reg [5:0] addr_reg;
  always @ (posedge clk)
    begin
      if (wr) begin
         mem[addr] <= data;  
         addr_reg <= addr;   
      end
    end
  assign out = mem[addr_reg];  
endmodule
==> /design/flow/run.sh <==
#!/bin/bash
# OpenROAD 26Q1-2900-gdf79404cd8, Yosys 0.63+post, stock flow scripts
make -C /OpenROAD-flow-scripts/flow DESIGN_CONFIG=/design/flow/config.mk WORK_HOME=/design/flow/orfs finish
==> /design/flow/config.mk <==
export PLATFORM = sky130hd
export DESIGN_NAME = memory_in
export DESIGN_NICKNAME = memory_in
export VERILOG_FILES = /design/flow/design.v
export SDC_FILE = /design/flow/constraint.sdc
export NUM_CORES = 4
export LEC_CHECK = 1
export CORE_UTILIZATION = 40
==> /design/flow/constraint.sdc <==
current_design memory_in

set clk_period 10.2
set clk_io_pct 0.2

create_clock -name clk0 -period $clk_period [get_ports {clk}]

set non_clock_inputs [all_inputs -no_clocks]
set_input_delay [expr $clk_period * $clk_io_pct] -clock clk0 $non_clock_inputs
set_output_delay [expr $clk_period * $clk_io_pct] -clock clk0 [all_outputs]
==> results.py <==
# Auto-generated metrics
metrics = {
    "outcome": {
        "status": "finished clean",
    },
    "worst_setup_path": {
        "start_kind": "register",
        "crit_fanout": 27,
        "critical_path_arrival_ns": 4.61,
        "slowest_delay_ns": 0.99,
        "worstSetupEndpointType": "primary output",
        "crit_chain": "buf_4, buf_4, mux4_2, mux2i_1, a2111oi_0, a22o_1, clkdlybuf4s50_1",
        "critical_path_class": "reg2out",
        "critPathSlowestCell": "a2111oi_0",
        "path_common_cell": "buf_4",
        "critPathRequiredTime_ns": 8.16,
    },
    "clock_tree": {
        "cts_resized": 0,
        "worstSkewPairLatency_ns": 0.58,
        "cts_hold_buffers": 0,
        "cts_setup_buffers": 0,
        "htreeDepth": 2,
        "clockBufferDepth": 3,
        "cts_tree": "yes",
        "path_clk_slew_ns": 0.06,
        "cts_buffers": 52,
        "cts_sinks": 524,
        "cts_root_buffer": "clkbuf_16",
    },
    "route": {
        "drtIter0Drc": 642,
        "ant_nets": 0,
        "drc": 0,
        "avgViaCountPerCell": 5.58,
        "drt_wl_total_microns": 44300,
        "dr.pass1.iters": 5,
        "wl_per_cell_microns": 25.5,
        "diodes": 0,
        "vias": 9692,
    },
    "yosys": {
        "yosys_warnings": 1,
        "yosys-stat-area_sq_um": 20300,
        "ys_cells": 950,
        "edf_count": 518,
        "synthCells": 950,
        "ys_types": 39,
        "synth-main-ff-cell": "edfxtp_1",
        "async_reset_ff_frac": 0,
        "ys_seq_frac": 0.773,
        "ys_ff": 524,
        "post_synth.cell_area_avg_sq_um": 21.4,
        "syn_area_sq_um": 20300,
    },
    "flow_run": {
        "max-cap-violations": 0,
        "tool_warnings": 25,
    },
    "sta": {
        "clock.fmax_mhz": 150,
        "tightest_slew_ns": 1.08,
        "min_period_ns": 6.65,
        "setup_tns_ns": 0,
        "period_used_share": 0.652,
        "rsz0062_at_grt": "no",
        "hold_viol_final": 0,
        "finalMaxSlewViolations": 0,
        "skew_ns": 0.00147,
        "final-setup-viol-count": 0,
        "slew_headroom": 0.263,
        "timing.final.ws_setup_ns": 3.55,
    },
    "placed_design": {
        "dpl_worst_slack_ns": 4.03,
        "place_congestion": 0.879,
        "port_buffers": 23,
        "dp_hpwl_microns": 26300,
    },
    "grt": {
        "grt_usage": 0.198,
        "grt_max_degree": 65,
        "grt_pass1_wl_microns": 67600,
        "grt_overflow": 0,
        "grt_pass1_vias": 10600,
        "antenna_found_initial": 0,
    },
    "hold_path": {
        "min_path_type": "reg2reg",
    },
    "final_layout": {
        "largest_reg_flops": 512,
        "drive_gt1_frac": 0.248,
        "mostFrequentLayoutCells": "edfxtp_1, mux4_2, nor2_1",
        "synthToLayoutAreaGrowth_pct": 13.0,
        "layout_top_cell": "edfxtp_1",
    },
    "floorplan": {
        "dieHeight_microns": 227,
        "row_count": 82,
        "die_x_microns": 227,
        "io_pins": 24,
        "die-area_sq_um": 51600,
        "initial_core_util": 0.405,
        "coreArea_sq_um": 50100,
    },
    "power_and_ir_drop": {
        "power_density_nw_per_um2": 194,
        "peakVddDrop_v": 0.000118,
        "p_leak_nw": 7.07,
    },
}
==> Yosys cell counts, types with 2 or more instances <==
cell       number  share of area
buf_2          16         0.0039
mux4_2        128           0.14
a22o_1          7         0.0030
o21ai_1         5         0.0012
a31oi_1         2        0.00062
o21ai_0         6         0.0015
nand3b_1        2        0.00074
mux2_2          5         0.0028
mux2i_1        14         0.0069
o221ai_1       11         0.0047
or3b_2          2        0.00086
clkbuf_1       20         0.0037
buf_6           7         0.0039
a21oi_1        12         0.0030
nand2b_1        9         0.0028
edfxtp_1      518           0.77
nor3_1         13         0.0032
o22ai_1        15         0.0046
nor3b_1         3         0.0011
dfxtp_1         6         0.0059
nor2_1         69          0.013
nor2b_1        11         0.0034
nand2_1        15         0.0028
buf_4           5         0.0019
nand3_1        19         0.0047
a22oi_1         6         0.0022
inv_1           2        0.00037
or3_1           3        0.00093
buf_1           2        0.00037
buf_8           2         0.0015
a211oi_1        5         0.0019
a2111oi_0       3         0.0013
==> critical path: cells and delay by family, from the launching register on <==
family | cells | cell delay, ns
DFF | 1 | 0.70
AOI/OAI and AO/OA | 2 | 1.34
buffers and inverters | 3 | 1.52
muxes | 2 | 0.42
==> final cells by class <==
type	instances	area (sq um)
clock buffers	67	1360
clock inverters	22	134
fillers	4182	27100
inverters	2	7.51
multi-input cells	371	4290
flip-flops and latches	524	15700
well taps	672	841
repair buffers	79	611
==> cell families (layout without fill, tap and decap cells) <==
group,Yosys count,after routing,share of synthesized area
compound gates,75,75,0.0253
buf+inv,55,170,0.0160
flops,524,524,0.773
mux,147,147,0.152
simple gates,149,149,0.0342
==> path summary, 6_finish.rpt <==
path | slack [ns] | from | end | depth (start not counted)
max | 3.55 | register | out[4] | 7
min | 0.47 | addr_reg[0]$_DFFE_PP_ | register | 1
max reg2reg | 9.47 | addr_reg[3]$_DFFE_PP_ | register | 1
min reg2reg | 0.47 | addr_reg[0]$_DFFE_PP_ | register | 1
==> stage by stage <==
step,hold slack (ns),util,std cells,area [sq um],power [W]
6_report,0.470,0.458,1737,22900,0.00444
5_1_grt,0.472,0.458,1737,22900,0.00458
4_1_cts,0.474,0.458,1737,22900,0.00448
3_5_place_dp,0.458,0.428,1648,21400,0.00277
3_3_place_gp,0.453,0.428,1648,21400,0.00277
2_1_floorplan,0.449,-,950,20300,0.00264
==> power breakdown <==
| group | internal (W) | total [W] | switching [W] |
|---|---|---|---|
| clock | 0.000956 | 0.00172 | 0.000761 |
| combinational | 0.000135 | 0.000314 | 0.000179 |
| sequential | 0.00239 | 0.00241 | 0.0000208 |
| total | 0.00348 | 0.00444 | 0.000961 |
==> routing by layer <==
layer,part of all wire,track usage
met1,0.38,0.287
met2,0.47,0.288
met3,0.12,0.110
met4,0.022,0.0388
met5,0.0023,0.0142
Power and IR drop assume default switching activity.
