==> design/flow/design.v <==
module memory_out(
    input [7:0] data,
    input [3:0] addr,
    input wr,
    input clk,
    output [7:0] out
);
  reg [7:0] mem [15:0];
  reg [5:0] addr_reg;
  always @ (posedge clk)
    begin
      if (wr) begin
         mem[addr] <= data;  
         addr_reg <= addr;   
      end
    end
  assign out = mem[addr_reg];  
endmodule
==> design/flow/run.sh <==
#!/bin/bash
# OpenROAD 26Q1-2900-gdf79404cd8, Yosys 0.63+post, stock flow scripts
make -C /OpenROAD-flow-scripts/flow DESIGN_CONFIG=/design/flow/config.mk WORK_HOME=/design/flow/orfs finish
==> design/flow/config.mk <==
export PLATFORM = sky130hd
export DESIGN_NAME = memory_out
export DESIGN_NICKNAME = memory_out
export VERILOG_FILES = /design/flow/design.v
export SDC_FILE = /design/flow/constraint.sdc
export NUM_CORES = 4
export LEC_CHECK = 1
export CORE_UTILIZATION = 50
==> design/flow/constraint.sdc <==
current_design memory_out

set clk_period 6.2
set clk_io_pct 0.2

create_clock -name clk0 -period $clk_period [get_ports {clk}]

set non_clock_inputs [all_inputs -no_clocks]
set_input_delay [expr $clk_period * $clk_io_pct] -clock clk0 $non_clock_inputs
set_output_delay [expr $clk_period * $clk_io_pct] -clock clk0 [all_outputs]
==> results.py <==
# Metrics from the implementation run
metrics = {
    "final_timing": {
        "rsz0062_at_grt": "false",
        "worst_pin_slew_ns": 0.865,
        "worst_slack_ns": 2.00,
        "relSlewSlack_pct": 42.1,
        "fin_crit_ns": 4.20,
        "fmax_mhz": 238,
        "timing.final.crit_share_pct": 67.7,
        "finalClockSkew_ns": 0.00194,
        "final_hold_viol_count": 0,
        "final-setup-viol-count": 0,
        "setup_tns_ns": 0,
        "timing_max_transition_violations_final": 0,
    },
    "clocking": {
        "clock_path_buffers": 2,
        "clock_tree.htree_level_count": 4,
        "clock_sinks": 136,
        "cts_inserted_buffers": 17,
        "cts.root.buffer_cell": "sky130_fd_sc_hd__clkbuf_8",
        "postCtsSetupRepairBufs": 0,
        "cts_tree": "yes",
        "cts_hold_repair.buffers": 0,
        "clk_pin_slew_worst_paths_ns": 0.06,
        "clkLatencyLatePin_ns": 0.51,
        "post_cts.resized_instances": 0,
    },
    "synth": {
        "ys_async_sr_fraction_pct": 0,
        "synth.cells.most_frequent": "sky130_fd_sc_hd__edfxtp_1, sky130_fd_sc_hd__mux4_2, sky130_fd_sc_hd__a22oi_1",
        "most_common_cell_in_the_synthesized_netlist": "sky130_fd_sc_hd__edfxtp_1",
        "yosys_warnings": 1,
        "number_of_synthesized_flops_with_an_enable_pin": 132,
        "synth_cell_type_count": 22,
        "ys_cells": 240,
        "yosys.area.top_type_share_pct": 75.4,
        "postSynthSeqShare_pct": 76.9,
        "flip_flop_and_latch_count_after_synthesis": 136,
        "post_synth.cell_area_avg_um2": 21.9,
        "synthesis.area_um2": 5260,
        "synth.largest_area_cell": "sky130_fd_sc_hd__edfxtp_1",
        "syn-instance-count": 240,
        "yosys-stat-area_um2": 5260,
        "yosys_most_used_dff": "sky130_fd_sc_hd__edfxtp_1",
        "synth.top_cells.by_area": "sky130_fd_sc_hd__edfxtp_1, sky130_fd_sc_hd__mux4_2, sky130_fd_sc_hd__mux4_1, sky130_fd_sc_hd__a22oi_1, sky130_fd_sc_hd__dfxtp_1",
    },
    "placed_design": {
        "place_area_um2": 5640,
        "detailedPlace.worstSlack_ns": 2.48,
        "dp.final_hpwl_um": 6010,
        "port-buffer-count": 21,
        "gp_congestion": 0.786,
        "placed_cells": 396,
    },
    "floorplan": {
        "core-area_um2": 10300,
        "die_height_um": 105,
        "chipWidth_um": 105,
        "chip_area_um2": 10900,
        "placementRows": 37,
        "number_of_top_level_design_ports": 22,
        "initCoreUtil_pct": 51.1,
    },
    "critical_path": {
        "r2r_cells": 1,
        "cpMaxStageDelayCell": "sky130_fd_sc_hd__mux4_1",
        "critical_path.n_buffers_inverters": 2,
        "cp-end-kind": "primary output",
        "critPathLaunchType": "flop",
        "cp_max_fanout": 20,
        "cp.arrival_ns": 2.96,
        "timing.critical_path.cells": "buf_4, mux4_1, a22oi_1, nand2_1, clkdlybuf4s50_1",
        "critical-path-max-stage-delay_ns": 0.65,
        "cp_num_cells": 5,
        "path_delay_family": "buffers and inverters",
        "setup.worst_path.class": "reg -> out",
        "cp_data_required_time_ns": 4.96,
    },
    "detailed_routing": {
        "drt.antenna.violating_nets": 0,
        "routed-via-count": 2449,
        "wirelength_um": 9850,
        "drt_drc_violations_left": 0,
        "diodes": 0,
        "drt-vias-per-instance": 5.72,
        "wl_per_cell_um": 23.0,
        "iteration_tally_of_the_first_detailed_router_pass": 4,
        "drt_iter0_drc": 119,
    },
    "pwr": {
        "pwr_density_cell_nw_per_um2": 335,
        "total_leakage_power_nw": 2.02,
        "clockPowerShare_pct": 42.8,
        "power.internal_mw": 1.65,
        "power.switching_uw": 422,
        "seq_power_share_pct": 50.2,
        "power.share.switching_pct": 20.4,
        "max-vdd-ir-drop_mv": 0.175,
        "combinationalPowerShare_pct": 6.9,
    },
    "run_status": {
        "run_status": "finished, final reports clean",
    },
    "grt": {
        "vias_in_the_first_global_route": 2620,
        "grt_remaining_overflow": 0,
        "overall_routing_resource_usage_pct": 22.1,
        "grt_start_max_net_pins": 33,
        "antenna_found_initial": 0,
        "grt_pass1_wl_um": 15400,
    },
    "job": {
        "tool_warnings": 25,
        "max_cap_violations": 0,
    },
    "cells_and_area": {
        "area.growth.synth_to_final_pct": 17.5,
        "post_route_cells_drive_above_1_share_pct": 21.9,
        "finalInstanceArea_um2": 6170,
        "num-fill-cells": 726,
        "post_layout_nonfiller_instances": 428,
        "largest_reg_flops": 128,
    },
    "hold_path": {
        "worst_hold_path_type": "reg -> reg",
        "whs_path_depth": 1,
    },
}
-- cell usage in the layout (no fill, tap or decap), types with 6 or more instances in the layout --
master / Yosys / routed
sky130_fd_sc_hd__clkinv_2: 0 / 6
sky130_fd_sc_hd__clkbuf_16: 0 / 16
sky130_fd_sc_hd__edfxtp_1: 132 / 132
sky130_fd_sc_hd__mux4_1: 14 / 14
sky130_fd_sc_hd__a22oi_1: 16 / 16
sky130_fd_sc_hd__buf_4: 1 / 12
sky130_fd_sc_hd__nor2_1: 7 / 7
sky130_fd_sc_hd__nor3_1: 8 / 8
sky130_fd_sc_hd__clkdlybuf4s50_1: 0 / 21
sky130_fd_sc_hd__nand2_1: 12 / 12
sky130_fd_sc_hd__mux4_2: 18 / 18
-- metrics by stage --
stage	power [mW]	hold slack (ns)	utilization [%]
after floorplan	1.14	0.449	-
after global placement	1.20	0.457	54.9
after detailed placement	1.20	0.466	54.9
after CTS	2.09	0.479	60.1
after global routing	2.14	0.501	60.1
final	2.07	0.475	60.1
-- final cells by class --
class	instances	area, um^2	area share (%)
clock buffers	22	453	7.34
inverters	1	3.75	0.0608
well taps	136	170	2.76
multi-input cells	90	1120	18.2
repair buffers	33	300	4.86
clock inverters	10	78.8	1.28
flip-flops and latches	136	4050	65.5
-- worst paths after layout --
check / from / endpoint / slack (ns)
hold / removal: addr_reg[1] / flop / 0.48
hold reg to reg: addr_reg[1] / flop / 0.48
setup reg to reg: addr_reg[3] / flop / 5.42
setup / recovery: flop / out[1] / 2.00
-- power groups by stage --
stage / Sequential [mW] / Clock, mW / Combinational, mW
CTS: 1.04 / 0.899 / 0.146
global route: 1.04 / 0.941 / 0.158
finish: 1.04 / 0.887 / 0.144
-- logic make-up (layout without fill, tap and decap cells) --
family / count (synthesis) / in the layout / synth area share (%)
buf+inv: 14 / 66 / 1.93
compound gates: 17 / 17 / 2.38
mux: 35 / 35 / 15.4
simple gates: 38 / 38 / 3.40
flops: 136 / 136 / 76.9
-- routing by layer --
layer	GRT usage, %	wire length [um]
met1	39.5	3930
met2	30.3	4650
met3	10.7	1090
met4	3.37	178
met5	0	0
No activity file was given, so power comes from the tool's default toggle rates.
